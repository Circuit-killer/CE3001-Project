[flow/config.mk]
export PLATFORM = sky130hd
export DESIGN_NAME = control
export DESIGN_NICKNAME = control
export VERILOG_FILES = /design/flow/design.v
export SDC_FILE = /design/flow/constraint.sdc
export NUM_CORES = 4
export LEC_CHECK = 1
export CORE_AREA = 10 10 93 93
export DIE_AREA = 0 0 103 103
[flow/run.sh]
#!/bin/bash
# OpenROAD 26Q1-2900-gdf79404cd8, Yosys 0.63+post, stock flow scripts
make -C /OpenROAD-flow-scripts/flow DESIGN_CONFIG=/design/flow/config.mk WORK_HOME=/design/flow/orfs finish
[flow/constraint.sdc]
current_design control

set clk_period 2.8
set clk_io_pct 0.2

create_clock -name clk0 -period $clk_period

set non_clock_inputs [all_inputs -no_clocks]
set_input_delay [expr $clk_period * $clk_io_pct] -clock clk0 $non_clock_inputs
set_output_delay [expr $clk_period * $clk_io_pct] -clock clk0 [all_outputs]
[flow/design.v]
module control(OpCode,
               Cond,
               Flag,
               LastInstr,
               Last2Instr,
               AddrRd,
               AddrRs,
               AddrRt,
               ALUOp,
               WriteEn,
               MemWrite,
               Signal,
               FlagEn);
  input [3:0]        OpCode;
  input [2:0]        Cond;
  input [2:0]        Flag;
  input [16-1:0] LastInstr, Last2Instr;
  input [4-1:0] AddrRd, AddrRs, AddrRt;
  output reg         MemWrite, WriteEn;
  output reg [2:0]   ALUOp;
  output reg [15:0]  Signal;
  output reg         FlagEn;
  wire [3:0]         EXECTest;
  wire               N,V,Z;
  wire               canForward1, canForward2;
  reg                FwALU2Rs, FwALU2Rt;
  reg                FwMEM2Rs, FwMEM2Rt;
  reg                BS;
  assign N = Flag[2];
  assign V = Flag[1];
  assign Z = Flag[0];
  assign EXECTest = Last2Instr[15:12];
  assign canForward1 = (LastInstr[15:12] <= 11 && LastInstr[15:12] != 9) ? 1 : 0;
  assign canForward2 = (Last2Instr[15:12] <= 11 && Last2Instr[15:12] != 9) ? 1 : 0;
  always @(*) begin
    case(Cond)
      3'b000:  BS = (Z == 1)? 1'b1:1'b0;  
      3'b001:  BS = (Z == 0)? 1'b1:1'b0;  
      3'b010:  BS = (Z == 0 && N == 0)? 1'b1:1'b0;  
      3'b011:  BS = (N == 1)? 1'b1:1'b0;  
      3'b100:  BS = (Z==1||(Z == 0 && N == 0))? 1'b1:1'b0;  
      3'b101:  BS = (Z==1||N == 1)? 1'b1:1'b0;  
      3'b110:  BS = (V == 1)? 1'b1:1'b0;   
      3'b111:  BS = 1'b1;  
      default: BS = 1'b0;  
    endcase  
    if ((OpCode <= 9) && (canForward1 == 1'b1 && (LastInstr[11:8] == AddrRs) && (AddrRs != 0)
                            || (LastInstr[15:12] == 13) && (4'd15 == AddrRs))) begin
      FwALU2Rs = 1'b1;
    end else begin
      FwALU2Rs = 1'b0;
    end
    if ((canForward1 == 1'b1)
        && ((OpCode <= 4'd4 && LastInstr[11:8] == AddrRt && AddrRt != 0)
            || ((OpCode >= 14 || OpCode >= 9 && OpCode <= 11) && (LastInstr[11:8] == AddrRd) && (AddrRd != 0)))) begin
      FwALU2Rt = 1'b1;
    end else begin
      FwALU2Rt = 1'b0;
    end
    if ((LastInstr[15:12] == 13)
      && ((OpCode <= 4'd4 && 4'd15 == AddrRt)
          || ((OpCode >= 14 || OpCode >= 9 && OpCode <= 11) && (4'd15 == AddrRd)))) begin
      FwALU2Rt = 1'b1;
    end
    if ((OpCode < 9) && ((canForward2 == 1'b1) && (Last2Instr[11:8] == AddrRs) && (AddrRs != 0)
                           || (Last2Instr[15:12] == 13) && (4'd15 == AddrRs))) begin
      FwMEM2Rs = 1'b1;
    end else begin
      FwMEM2Rs = 1'b0;
    end
    if ((canForward2 == 1'b1)
        && ((OpCode <= 4'd4 && Last2Instr[11:8] == AddrRt && AddrRt != 0)
            || ((OpCode >= 14 || OpCode >= 9 && OpCode <= 11) && (Last2Instr[11:8] == AddrRd) && (AddrRd != 0)))) begin
      FwMEM2Rt = 1'b1;
    end else begin
      FwMEM2Rt = 1'b0;
    end
    if ((Last2Instr[15:12] == 13)
        && ((OpCode <= 4'd4 && 4'd15 == AddrRt)
            || ((OpCode >= 14 || OpCode >= 9 && OpCode <= 11) && (4'd15 == AddrRd)))) begin
      FwMEM2Rt = 1'b0;
    end
    case (OpCode)
      4'b0000: begin
        Signal[11:0] = 12'b0000_0011_0110;
        ALUOp    = 3'b000;
        WriteEn  = 1'b1;
        MemWrite = 1'b0;
        FlagEn   = 1'b1;
      end
      4'b0001: begin
        Signal[11:0] = 12'b0000_0011_0110;
        ALUOp    = 3'b001;
        WriteEn  = 1'b1;
        MemWrite = 1'b0;
        FlagEn   = 1'b1;
      end             
      4'b0010: begin
        Signal[11:0] = 12'b0000_0011_0110;
        ALUOp    = 3'b010;
        WriteEn  = 1'b1;
        MemWrite = 1'b0;
        FlagEn   = 1'b1;
      end
      4'b0011: begin
        Signal[11:0] = 12'b0000_0011_0110;
        ALUOp    = 3'b011;
        WriteEn  = 1'b1;
        MemWrite = 1'b0;
        FlagEn   = 1'b1;
      end
      4'b0100: begin
        Signal[11:0] = 12'b0000_0001_0110;
        ALUOp    = 3'b100;
        WriteEn  = 1'b1;
        MemWrite = 1'b0;
        FlagEn   = 1'b0;
      end
      4'b0101: begin
        Signal[11:0] = 12'b0000_0001_0110;
        ALUOp    = 3'b101;
        WriteEn  = 1'b1;
        MemWrite = 1'b0;
        FlagEn   = 1'b0;
      end
      4'b0110: begin
        Signal[11:0] = 12'b0000_0001_0110;
        ALUOp    = 3'b110;
        WriteEn  = 1'b1;
        MemWrite = 1'b0;
        FlagEn   = 1'b0;
      end
      4'b0111: begin
        Signal[11:0] = 12'b0000_0001_0110;
        ALUOp    = 3'b111;
        WriteEn  = 1'b1;
        MemWrite = 1'b0;
        FlagEn   = 1'b0;
      end
      4'b1000: begin
        Signal[11:0] = 12'b1000_1001_0110;
        ALUOp    = 3'b000;
        WriteEn  = 1'b1;
        MemWrite = 1'b0;
        FlagEn   = 1'b0;
      end
      4'b1001: begin
        Signal[11:0] = 12'b1001_0011_0000;
        ALUOp    = 3'b000;
        WriteEn  = 1'b0;
        MemWrite = 1'b1;
        FlagEn   = 1'b0;
      end
      4'b1010: begin
        Signal[11:0] = 12'b0101_0000_0000;
        WriteEn  = 1'b1;
        MemWrite = 1'b0;
        FlagEn   = 1'b0;
      end
      4'b1011: begin
        Signal[11:0] = 12'b0001_0000_0000;
        ALUOp    = 3'b010;
        WriteEn  = 1'b1;
        MemWrite = 1'b0;
        FlagEn   = 1'b0;
      end
      4'b1100: begin
        if (BS == 1) begin
          Signal[11:0] = 12'b0000_0011_0001;
          ALUOp    = 3'b000;
          WriteEn  = 1'b0;
          MemWrite = 1'b0;
        end else begin
          Signal[11:0] = 12'b0000_0011_0000;
          ALUOp    = 3'b000;
          WriteEn  = 1'b0;
          MemWrite = 1'b0;
        end  
        FlagEn   = 1'b0;
      end
      4'b1101: begin
        Signal[11:0] = 12'b0001_0111_1101;
        ALUOp    = 3'b000;
        WriteEn  = 1'b1; 
        MemWrite = 1'b0;
        FlagEn   = 1'b0;
      end 
      4'b1110: begin
        Signal[11:0] = 12'b0001_0000_0011;
        ALUOp    = 3'b000;
        WriteEn  = 1'b0; 
        MemWrite = 1'b0;
        FlagEn   = 1'b0;
      end
      4'b1111: begin
        Signal[11:0] = 12'b0001_0011_0111;
        ALUOp    = 3'b000;
        WriteEn  = 1'b0;
        MemWrite = 1'b0;
        FlagEn   = 1'b0;
      end    
    endcase  
    if (Last2Instr[15:12] == 15) begin  
      Signal[9] = 1'b1;
      Signal[0] = 1'b0; 
    end
    if (FwALU2Rs == 1'b1) begin
      Signal[12] = 1'b1;
    end else begin
      Signal[12] = 1'b0;
    end
    if (FwALU2Rt == 1'b1) begin
      Signal[13] = 1'b1;
    end else begin
      Signal[13] = 1'b0;
    end
    if (FwMEM2Rs == 1'b1) begin
      Signal[14] = 1'b1;
    end else begin
      Signal[14] = 1'b0;
    end
    if (FwMEM2Rt == 1'b1) begin
      Signal[15] = 1'b1;
    end else begin
      Signal[15] = 1'b0;
    end
  end
endmodule  
==> results.py <==
# Metrics from the implementation run
metrics = {
    "routing": {
        "totalWireLength_mm": 3.54,
        "viasPerCell": 3.98,
        "drt_iter0_drc": 19,
        "antenna-diode-count": 0,
        "first_pass_iters": 4,
        "ant_nets": 0,
        "vias": 1099,
        "wire_per_inst_um": 12.8,
        "drcViolationCount": 0,
    },
    "synth": {
        "ys_types": 37,
        "synth_chip_area_um2": 776,
        "ys_ff": 3,
        "synth.most_common_cell": "xnor2_1",
        "yosysCellCount": 114,
        "synth-main-ff-cell": "dlxtn_1",
        "ys_async_sr_fraction_pct": 0,
        "syn-instance-count": 114,
        "syn_area_um2": 776,
        "synthTopCellsByArea": "xnor2_1 24%, nand4_1 6.5%, dlxtn_1 5.8%, nor2b_1 5.6%, buf_4 4.8%",
        "edf_count": 0,
        "yosys_warnings": 1,
        "synth.avg_cell_area_um2": 6.80,
        "netlist.area_leader.share_pct": 23.7,
        "largest_area_cell": "xnor2_1",
        "yosys-top-cells-count": "21 x xnor2_1, 10 x nor2_1, 8 x nand4_1",
    },
    "floorplanning": {
        "core-area_um2": 6760,
        "die_w_um": 103,
        "num_rows": 30,
        "die.size.y_um": 103,
        "ioPinCount": 76,
        "die_area_um2": 10600,
        "fp-utilization_pct": 11.5,
    },
    "place": {
        "numPortBuffers": 60,
        "post-dp-hpwl_mm": 3.23,
        "dp_slack_ns": -0.192,
        "gp_congestion": 0.873,
    },
    "setup_path": {
        "crit_path_start_kind": "input pin",
        "cp.required_ns": 2.24,
        "path_max_fanout": 2,
        "crit_buf_inv": 2,
        "cp-end-kind": "output port",
        "path_cells": "clkdlybuf4s50_1 > or4_4 > o211ai_2 > o22ai_2 > and2_1 > dlygate4sd2_1",
        "critPathKind": "input pin to output port",
        "arrival_ns": 2.11,
        "cp_slowest_cell": "or4_4",
        "crit_path_max_incr_delay_ns": 0.52,
        "crit_family": "simple AND/OR/NAND/NOR gates",
    },
    "timing": {
        "period_needed_ns": 2.67,
        "max-slew-margin-rel_pct": 73.5,
        "unclocked_pins": 3,
        "untimed_endpoints": 6,
        "worst_slew_pin_slew_ns": 0.396,
        "rsz0062_at_grt": "false",
        "hold_viol_final": 0,
        "maxSlewViolCount": 0,
        "setup_slack_ns": 0.128,
        "whs_ns": 1.81,
        "final-setup-viol-count": 0,
        "fmax_mhz": 374,
        "period_used_pct": 95.4,
    },
    "finish": {
        "nFillCells": 737,
        "flop_area_um2": 45.0,
        "area_growth_pct": 115,
        "largest_register_ffs": 3,
        "utilization_pct": 24.6,
        "drive_above_1_share_pct": 18.4,
        "logic_area_um2": 698,
    },
    "power_and_ir_drop": {
        "power_leakage_uw": 0.000683,
        "power_density_nw_per_um2": 126,
        "ir_drop_uv": 69.7,
    },
    "global_routing": {
        "grt.total_usage_pct": 6.48,
        "overflow": 0,
        "antenna_found_initial": 0,
        "first_global_vias": 1102,
        "grt_max_degree": 14,
        "grt_pass1_wl_mm": 5.56,
    },
    "flow_run": {
        "warnings": 48,
        "max-cap-violations": 0,
    },
    "run_status": {
        "outcome": "completed",
    },
    "min_path": {
        "hold_class": "input pin to output port",
    },
    "cts": {
        "hold_buffers": 0,
    },
}
[tightest hold or removal path: cells and delay by family]
| family | cells | cell delay, ns |
|---|---|---|
| buffers and inverters | 3 | 0.50 |
| AND/OR/NAND/NOR | 1 | 0.13 |
| AND-OR/OR-AND | 1 | 0.06 |
[power breakdown]
| part | internal, µW | switching (µW) |
|---|---|---|
| sequential | 1.46 | 0.0376 |
| combinational | 128 | 79.7 |
| clock | 0 | 0 |
| total | 130 | 79.7 |
[cell families (layout without fill, tap and decap cells)]
family / Yosys count / in the layout / share of synthesized area [%]
simple gates: 52 / 52 / 36.8
latches: 3 / 3 / 5.81
compound gates: 25 / 25 / 23.1
buf+inv: 10 / 92 / 7.26
xor+xnor: 24 / 24 / 27.1
[layout make-up]
| class | count | area share (%) |
|---|---|---|
| multi-input cells | 101 | 42.0 |
| inverters | 2 | 0.451 |
| well taps | 80 | 6.02 |
| flip-flops and latches | 3 | 2.71 |
| repair buffers | 90 | 48.9 |
[metrics by stage]
stage               instance area, µm²  instances  total power (µW)  TNS (ns)
floorplan                          776        114              72.8         0
finish                            1660        276               210         0
CTS                               1660        277               214         0
global route                      1660        276               231         0
detailed placement                1650        275               215    -0.667
global placement                  1650        275               212    -0.698
[cell usage in the layout (no fill, tap or decap), drive strengths merged, types with 2 or more instances in the layout]
master,count
a211o,3
a21oi,4
and2,3
buf,30
clkdlybuf4s50,41
dlxtn,3
dlygate4sd2,16
dlymetal6s2s,3
inv,2
nand2,7
nand3,2
nand4,8
nor2,10
nor2b,7
nor3,4
nor3b,2
nor4,2
o211ai,2
o21a,2
o21ai,4
o22ai,2
xnor2,21
xor2,3
[metal layers]
layer,part of all wire [%],global-route usage [%],routed length [µm],vias up
met5,0,0,0,-
met4,0,0,0,0
met1,45,8.45,1590,479
met2,46,11.1,1620,36
li1,-,-,-,584
met3,9.3,1.69,331,0
[path summary, 6_finish.rpt]
| kind | startpoint | end | slack (ns) | cells past startpoint |
|---|---|---|---|---|
| setup / recovery | AddrRd[3] | Signal[15] | 0.13 | 6 |
| hold / removal | OpCode[3] | Signal[0] | 1.81 | 5 |
[repair_timing]
action	in CTS	in global routing
gates cloned	0	0
setup buffers	2	0
resized	20	4
pin swaps	8	1
endpoints found under the setup margin	7	5
Power and IR drop assume default switching activity.
