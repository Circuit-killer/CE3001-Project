`design/flow/run.sh`:
```
#!/bin/bash
# OpenROAD 26Q1-2900-gdf79404cd8, Yosys 0.63+post, stock flow scripts
make -C /OpenROAD-flow-scripts/flow DESIGN_CONFIG=/design/flow/config.mk WORK_HOME=/design/flow/orfs finish
```
`design/flow/config.mk`:
```
export PLATFORM = sky130hd
export DESIGN_NAME = PC
export DESIGN_NICKNAME = PC
export VERILOG_FILES = /design/flow/design.v
export SDC_FILE = /design/flow/constraint.sdc
export NUM_CORES = 4
export LEC_CHECK = 1
export CORE_AREA = 10 10 86 86
export DIE_AREA = 0 0 96 96
```
`design/flow/constraint.sdc`:
```
current_design PC

set clk_period 3.6
set clk_io_pct 0.2

create_clock -name clk0 -period $clk_period [get_ports {Clk}]

set non_clock_inputs [all_inputs -no_clocks]
set_input_delay [expr $clk_period * $clk_io_pct] -clock clk0 $non_clock_inputs
set_output_delay [expr $clk_period * $clk_io_pct] -clock clk0 [all_outputs]
```
`design/flow/design.v`:
```
module PC(Clk,
          Rst,
          CurrPC,
          NextPC);
  input [16-1:0] CurrPC;
  input                  Clk, Rst;
  output reg [15:0] NextPC;
  always @(posedge Clk) begin
    if (!Rst)
      NextPC <= 0;
    else begin
      NextPC <= CurrPC + 1;
    end
  end  
endmodule  
```
==> flow_metrics.env <==
# physical design summary
export IMPL_outcome="complete, no violations"
export IMPL_maxSlewHeadroom=0.752
export IMPL_critPathLaunchType="input port"
export IMPL_hpwl_um=1780
export IMPL_combPwrFrac=0.165
export IMPL_setup_violations=0
export IMPL_ys_area_sq_um=729
export IMPL_dieWidth_um=96
export IMPL_wl_per_cell_um=11.5
export IMPL_logic_area_sq_um=375
export IMPL_largest_area_cell="dfxtp_1"
export IMPL_antenna_found_initial=0
export IMPL_layout_min_cycle_time_ns=2.12
export IMPL_ioPinCount=34
export IMPL_layout_drive_gt1_share=0.0603
export IMPL_synthArstFlopShare=0
export IMPL_routed_wl_um=2160
export IMPL_ys_types=22
export IMPL_design_area_sq_um=1190
export IMPL_die_h_um=96
export IMPL_cts_buffers=3
export IMPL_fin_crit_sh=0.590
export IMPL_yosys_most_used_dff="dfxtp_1"
export IMPL_crit_path_max_fanout=6
export IMPL_ys_cells=82
export IMPL_numClockSinks=16
export IMPL_cts_tree="built"
export IMPL_path_clk_slew_ns=0.07
export IMPL_ys_seq_frac=0.439
export IMPL_regMostFlops="NextPC"
export IMPL_tns_ns=0
export IMPL_worstPathArrival_ns=2.30
export IMPL_top_regs="NextPC: 16 flops"
export IMPL_area_growth_pct=62.6
export IMPL_hold_violations=0
export IMPL_port_buffer_count=33
export IMPL_grt_pass1_vias=709
export IMPL_top_cell_area_share=0.439
export IMPL_synth_edff_count=0
export IMPL_worstHoldPathCells=3
export IMPL_common_cells="dfxtp_1, nand2_1, a21oi_1"
export IMPL_openroad_warnings=25
export IMPL_sw_frac_of_total=0.222
export IMPL_vias=679
export IMPL_worstPathCellList="clkdlybuf4s50_1 -> ha_1 -> nand2_1 -> or4_1 -> a21oi_1"
export IMPL_largest_reg_flops=16
export IMPL_pwr_share_seq=0.453
export IMPL_n_fill_cell=615
export IMPL_gp_congestion=0.759
export IMPL_post_route_util=0.214
export IMPL_clock_power_share=0.382
export IMPL_coreArea_sq_um=5540
export IMPL_power_leakage_nw=0.399
export IMPL_numSynthFlops=16
export IMPL_drtIter0Drc=14
export IMPL_antennaDiodeCount=0
export IMPL_die_area_sq_um=9220
export IMPL_ctsLongestPathBuffers=2
export IMPL_grt_pass1_wl_um=3410
export IMPL_overflow=0
export IMPL_syn_mean_instance_area_sq_um=8.90
export IMPL_fin_total_pwr_w=0.000421
export IMPL_ant_nets=0
export IMPL_rsz0062_at_grt="false"
export IMPL_ctsHoldBuffers=0
export IMPL_synth_warnings=1
export IMPL_postPlaceCellArea_sq_um=1130
export IMPL_drc=0
export IMPL_top_cell="dfxtp_1"
export IMPL_via_per_inst=3.61
export IMPL_post_cts_buffers=0
export IMPL_fmax_mhz=471
export IMPL_slowest_stage="clkdlybuf4s50_1"
export IMPL_clock_root_buffer="clkbuf_8"
export IMPL_syn_inst=82
export IMPL_drv_cap=0
export IMPL_num_rows=27
export IMPL_worstSetupEndpointType="register"
export IMPL_p_int_w=0.000327
export IMPL_drt_first_pass_iters=4
export IMPL_floorplan_core_util=0.132
export IMPL_post_cts_resize_count=0
export IMPL_netlist_area_sq_um=729
export IMPL_netSwitchingPower_w=0.0000934
export IMPL_setup_ws_ns=1.48
export IMPL_required_ns=3.78
export IMPL_seq_area_sq_um=320
export IMPL_grt_usage=0.0464
export IMPL_topCellsByArea="dfxtp_1, mux2i_1, a21oi_1"
export IMPL_slew_viol_final=0
export IMPL_pre_cts_slack_ns=1.21
export IMPL_worst_ir_drop_vdd_mv=0.141
export IMPL_worstSetupPathType="input port to register"
export IMPL_hp_class="input port to register"
export IMPL_htree_levels=1
export IMPL_worstMarginPinSlew_ns=0.369
export IMPL_slowest_delay_ns=0.55
export IMPL_pwr_density_cell_nw_per_um2=355
export IMPL_grt_max_degree=17
==> worst max-delay path: cells and delay by family <==
family | cells | cell delay [ns]
simple gates | 2 | 0.63
fa+ha+maj | 1 | 0.25
buf+inv | 1 | 0.55
compound gates | 1 | 0.15
==> power by group through the flow <==
| stage | Combinational [W] | Clock [W] | Sequential (W) |
|---|---|---|---|
| 6_report | 0.0000694 | 0.000161 | 0.000191 |
| 4_1_cts | 0.0000713 | 0.000166 | 0.000191 |
| 5_1_grt | 0.0000776 | 0.000174 | 0.000192 |
==> stage by stage <==
step / hold slack, ns / cells
after floorplan: 0.792 / 82
after global placement: 1.29 / 184
after detailed placement: 1.30 / 184
after CTS: 1.04 / 188
after global routing: 1.06 / 188
final: 1.04 / 188
==> logic make-up after synthesis <==
kind of cell    share of synthesized area
compound gates                      0.110
xor+xnor                           0.0360
flops                               0.439
buf+inv                            0.0463
simple gates                        0.297
mux                                0.0549
fa+ha+maj                          0.0171
==> final timing paths <==
kind | start | to | slack [ns]
setup / recovery | CurrPC[0] | NextPC[10]$_SDFF_PN0_ | 1.48
hold / removal | CurrPC[15] | NextPC[15]$_SDFF_PN0_ | 1.04
==> layer usage <==
layer | vias up | global-route usage | wire [um]
met5 | - | 0 | 0
met4 | 0 | 0.00369 | 9
met3 | 2 | 0.0236 | 234
met2 | 19 | 0.0813 | 1030
met1 | 294 | 0.0513 | 883
li1 | 364 | - | -
==> placed cells by master, fill, tap and decap left out <==
cell,n
a21oi_1,7
and2_1,1
clkbuf_8,4
clkdlybuf4s50_1,33
dfxtp_1,16
ha_1,1
inv_1,4
mux2i_1,4
nand2_1,8
nand2b_1,4
nand3_1,6
nand4_1,2
nand4_4,1
nor2_1,4
nor4_1,4
o21ai_0,3
o31ai_1,4
or3_1,1
or3_2,2
or4_1,4
xnor2_1,1
xor2_1,2
==> layout make-up <==
class                   instances  area share
clock buffers                   4      0.0464
inverters                       4      0.0127
multi-input cells              59       0.316
flip-flops and latches         16       0.270
well taps                      72      0.0759
repair buffers                 33       0.278
Power and IR drop assume default switching activity.
