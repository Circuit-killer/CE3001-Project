File: flow/constraint.sdc
current_design alu

set clk_period 10.1
set clk_io_pct 0.2

create_clock -name clk0 -period $clk_period [get_ports {clk}]

set non_clock_inputs [all_inputs -no_clocks]
set_input_delay [expr $clk_period * $clk_io_pct] -clock clk0 $non_clock_inputs
set_output_delay [expr $clk_period * $clk_io_pct] -clock clk0 [all_outputs]
File: flow/config.mk
export PLATFORM = sky130hd
export DESIGN_NAME = alu
export DESIGN_NICKNAME = alu
export VERILOG_FILES = /design/flow/design.v
export SDC_FILE = /design/flow/constraint.sdc
export NUM_CORES = 4
export LEC_CHECK = 1
export CORE_UTILIZATION = 30
File: flow/design.v
module alu(
           input signed [16 - 1:0] A, B,
           input [2:0]                 op,
           input [2:0]                 lastFlag,
           input                       FlagEn,
           input [3:0]                 imm,
           input                       clk,
           output reg [16 - 1:0]   out,
           output reg [2:0]            flag
           );
  wire                                 z, v, n;
  reg [16 - 1:0]                   tmpOut;
  assign z = (tmpOut == 16'b0) ? 1 : 0;
  assign v = ((op == 0 && ~(A[15] ^ B[15]) && (A[15] ^ tmpOut[15])) 
              || (op == 1 && (A[15] ^ B[15]) && (A[15] ^ tmpOut[15]))) ? 1 : 0;
  assign n = ((op == 0 || op == 1) && (~v && tmpOut[15])) ? 1 : 0;
  always @(*) begin
    case (op)
      0: tmpOut = A + B;
      1: tmpOut = A - B;
      2: tmpOut = A & B;
      3: tmpOut = A | B;
      4: tmpOut = A << imm;
      5: tmpOut = A >> imm;
      6: tmpOut = A >>> imm;
      7: tmpOut = {A << imm | A >> (16 - imm)};
      default: tmpOut = 16'd0;
    endcase
  end
  always @(posedge clk) begin
    out <= tmpOut;
    if (op < 4 && FlagEn == 1'b1) begin
      flag[0] <= z;
      flag[1] <= v;
      flag[2] <= n;
    end else begin
      flag <= lastFlag;
    end
  end
endmodule  
File: flow/run.sh
#!/bin/bash
# OpenROAD 26Q1-2900-gdf79404cd8, Yosys 0.63+post, stock flow scripts
make -C /OpenROAD-flow-scripts/flow DESIGN_CONFIG=/design/flow/config.mk WORK_HOME=/design/flow/orfs finish
==> run_results.csv <==
group,metric,value,unit
critical_path,cp_top_family,"simple AND/OR/NAND/NOR gates",
grt,grt_pass1_wl,30600,µm
critical_path,max_stage_delay,0.52,ns
critical_path,crit_chain,"clkdlybuf4s50_1 -> buf_4 -> nand2b_1 -> nor2_1 -> buf_4 -> mux2_2 -> fa_1 -> nor2b_1 -> o31a_1 -> o22ai_1 -> xor2_1 -> a22oi_1 -> nor4_2 -> nand4b_1 -> or4b_1 -> o31ai_2",
placed_design,gp_congestion,0.998,
logic_synthesis,synthXorXnorAreaFrac,0.0534,
logic_synthesis,ys_top_logic_family,"AND-OR/OR-AND gates",
flow_run,maxCapViolations,0,
hold_path,worstHoldStart,"lastFlag[2]",
timing,tightest_slew,0.816,ns
logic_synthesis,edf_count,0,
grt,grt_usage,0.261,
final_layout,finalCoreUtilization,0.364,
final_layout,drive_gt1_frac,0.115,
critical_path,critPathKind,"primary input to register",
power,p_sw_frac,0.430,
detailed_routing,drc,0,
logic_synthesis,area_leaders,"mux4_2 (15%), dfxtp_1 (8.3%), ha_1 (5.7%), nand2_1 (5.1%), nor2_1 (5.0%)",
clock_network,tritoncts,"yes",
logic_synthesis,yosysUniqueCellTypes,78,
critical_path,endpoint_kind,"register",
clock_network,cts-htree-levels,1,
placed_design,placed_area,5280,µm²
hold_path,hp-class,"primary input to register",
hold_path,holdPathEnd,"flag[2]",
detailed_routing,routed_wirelength,20000,µm
final_layout,lay_top_count,"nand2_1",
floorplanning,rows,44,
detailed_routing,firstDrtPassIters,5,
grt,grt_pass1_vias,4977,
logic_synthesis,synthFlopType,"dfxtp_1",
timing,period_used_share,0.623,
clock_network,cts.hold.buffers_added,0,
timing,period_needed,6.30,ns
final_layout,finalInstanceArea,5360,µm²
critical_path,arrival,6.47,ns
critical_path,path_buffers,3,
critical_path,worstPathRequired,10.27,ns
timing,setup_viol,0,
logic_synthesis,synthArstFlopShare,0,
final_layout,final_cells,818,
power,switchingPower,0.000208,W
timing,finalMaxSlewViolations,0,
timing,final-hold-violation-count,0,
detailed_routing,postRouteAntennaNets,0,
clock_network,cts_sinks,19,
run_status,status,"completed",
clock_network,clock_path_buffers,2,
final_layout,final_cell_mix,"nand2_1 (62), nor2_1 (61), clkdlybuf4s50_1 (60), a21oi_1 (39), o21ai_0 (32)",
detailed_routing,avgRoutedWirePerCell,24.4,µm
logic_synthesis,synth-adder-area-share,0.0746,
floorplanning,die_y,126,µm
critical_path,slowest_stage,"or4b_1",
clock_network,postCtsSetupBuffers,0,
power,p_leak,1.91,nW
logic_synthesis,synthCells,608,
placed_design,io_buffer_count,62,
critical_path,critPathLaunchType,"primary input",
logic_synthesis,mux_area_frac,0.218,
critical_path,critPathMaxFanout,37,
final_layout,nFillCells,1536,
timing,setup_tns,0,ns
detailed_routing,vias,5233,
timing,slew_headroom,0.454,
logic_synthesis,ys_sh_aoi,0.261,
power,p_per_area,90.0,nW/µm²
power,share_comb_of_total_power,0.637,
power,ir_drop,0.0000814,V
hold_path,min_path_cells,3,
logic_synthesis,largest_area_cell,"mux4_2",
grt,overflow,0,
critical_path,crit_cells,16,
logic_synthesis,synth_top_area_share,0.152,
logic_synthesis,yosysSeqAreaShare,0.0828,
power,internal_power,0.000275,W
clock_network,post_cts_resize_count,0,
floorplanning,dieArea,15800,µm²
detailed_routing,drt_iter0_markers,476,
floorplanning,floorplan.core_util,0.311,
power,p_seq_frac,0.190,
flow_run,warning_count,28,
logic_synthesis,synth-simple-area-share,0.238,
clock_network,clockRootBuffer,"clkbuf_16",
clock_network,clk_pin_slew_worst_paths,0.06,ns
logic_synthesis,syn_area,4600,µm²
timing,clock.fmax,159,MHz
power,clockPowerShare,0.173,
floorplanning,core,14800,µm²
grt,grt_max_degree,58,
floorplanning,die-width,126,µm
final_layout,area_growth,16.7,%
clock_network,numCtsBuffers,3,
logic_synthesis,ys_area,4600,µm²
floorplanning,io_pins,63,
critical_path,crit_path_frequent_cell,"buf_4",
placed_design,dp_cells,813,
logic_synthesis,postSynthAreaPerCell,7.56,µm²
logic_synthesis,ys_cells,608,
grt,antenna_found_initial,1,
logic_synthesis,yosys_warnings,1,
placed_design,hpwlAfterDp,15300,µm
timing,rsz0062_at_grt,"no",
detailed_routing,avgViaCountPerCell,6.40,
logic_synthesis,synth_flops,19,
area by class of cell:
cell class	count	area (µm²)	area share
Multi-Input combinational cell	514	3880	0.724
Timing Repair Buffer	75	708	0.132
Sequential cell	19	380	0.0709
Tap cell	184	230	0.0429
Inverter	21	78.8	0.0147
Clock buffer	3	75.1	0.0140
Clock inverter	1	5.00	0.000933
Antenna cell	1	2.50	0.000467
metrics by stage:
stage	setup slack [ns]	hold slack (ns)	total power, W
finish	3.80	2.33	0.000483
global route	3.56	2.35	0.000514
CTS	3.84	2.33	0.000480
detailed placement	3.61	2.59	0.000395
global placement	3.66	2.58	0.000398
floorplan	4.31	2.12	0.000283
flip-flops by register name, summed over array words and instances, names as in the netlist:
signal,flops
flag,3
out,16
routing by layer:
| metal | vias to the layer above | share of wire | track usage |
|---|---|---|---|
| met4 | 0 | 0.045 | 0.101 |
| met2 | 290 | 0.43 | 0.385 |
| li1 | 2375 | - | - |
| met5 | - | 0 | 0 |
| met1 | 2524 | 0.43 | 0.377 |
| met3 | 44 | 0.092 | 0.0597 |
cell families after synthesis:
kind of cell | count (synthesis)
adder cells (fa/ha/maj) | 28
multiplexers | 60
AND/OR/NAND/NOR | 224
flip-flops | 19
buffers and inverters | 75
AND-OR/OR-AND | 174
XOR/XNOR | 28
worst max path at each step:
| stage | startpoint | endpoint | slack, ns |
|---|---|---|---|
| 6_report | op[0] | flag[0] | 3.80 |
| 5_1_grt | op[0] | flag[0] | 3.56 |
| 4_1_cts | op[0] | flag[0] | 3.84 |
synthesized netlist by cell type (4+ instances only):
cell type  count
buf_2         13
nor2_1        61
mux4_2        31
nor2b_1       15
maj3_1         6
a22oi_1        4
ha_1          21
o21ai_0       32
nand4_1        8
xor2_1         8
o21a_1         6
a31oi_1       10
inv_1         19
or3_1          4
a211oi_1       6
dfxtp_1       19
clkbuf_1      33
buf_6          4
nor3_1        18
o2111ai_1      5
xnor2_1       20
o22ai_1        4
nand3_1       20
nand2_1       62
o31ai_1        6
nand2b_1       7
mux2_2        11
a32oi_1        4
mux2i_1       18
o211ai_1      12
a21oi_1       39
power by group through the flow:
stage / sequential [W] / combinational [W] / clock (W)
finish: 0.0000919 / 0.000308 / 0.0000835
global route: 0.0000930 / 0.000333 / 0.0000873
CTS: 0.0000919 / 0.000304 / 0.0000844
No activity file was given, so power comes from the tool's default toggle rates.
