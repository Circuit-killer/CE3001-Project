**/design/flow/constraint.sdc**
```tcl
current_design Pre_decoder

set clk_period 1.6
set clk_io_pct 0.2

create_clock -name clk0 -period $clk_period

set non_clock_inputs [all_inputs -no_clocks]
set_input_delay [expr $clk_period * $clk_io_pct] -clock clk0 $non_clock_inputs
set_output_delay [expr $clk_period * $clk_io_pct] -clock clk0 [all_outputs]
```
**/design/flow/config.mk**
```make
export PLATFORM = sky130hd
export DESIGN_NAME = Pre_decoder
export DESIGN_NICKNAME = Pre_decoder
export VERILOG_FILES = /design/flow/design.v
export SDC_FILE = /design/flow/constraint.sdc
export NUM_CORES = 4
export LEC_CHECK = 1
export CORE_AREA = 10 10 70 70
export DIE_AREA = 0 0 80 80
```
**/design/flow/run.sh**
```bash
#!/bin/bash
# OpenROAD 26Q1-2900-gdf79404cd8, Yosys 0.63+post, stock flow scripts
make -C /OpenROAD-flow-scripts/flow DESIGN_CONFIG=/design/flow/config.mk WORK_HOME=/design/flow/orfs finish
```
**/design/flow/design.v**
```verilog
module Pre_decoder(Instr, LastInstr, Last3Instr, PC_En, instr_sel);
  input [16-1:0] LastInstr, Last3Instr;
  input [16-1:0] Instr;
  output reg PC_En, instr_sel;
  reg PC_En_wire, instr_sel_wire;
  always@(*) begin 
    PC_En = 1'b1;
    instr_sel = 1'b0;
    if(LastInstr[15:14] == 2'b11) begin
        PC_En = 1'b0;
        instr_sel = 1'b1;
    end
    if (LastInstr[15:14] == 2'b00 && Instr[15:12] == 4'b1100) begin
        PC_En = 1'b0;
        instr_sel = 1'b1;
    end
    if (LastInstr[15:12] == 4'b1000) begin
        if (LastInstr[11:8] == Instr[7:4] && Instr[15:12] < 4'd10 && Instr[7:4] != 4'd0) begin
          PC_En = 1'b0;
          instr_sel = 1'b1;
        end
        if (LastInstr[11:8] == Instr[3:0] && Instr[15:12] < 4'd5 && Instr[3:0] != 4'd0) begin
          PC_En = 1'b0;
          instr_sel = 1'b1;
        end
        if (LastInstr[11:8] == Instr[11:8] && Instr[15:12] > 4'b1101 && Instr[11:8] != 4'd0) begin
          PC_En = 1'b0;
          instr_sel = 1'b1;
        end
    end
    if (LastInstr[15:0] == 16'h7000) begin
        PC_En = 1'b1;
        instr_sel = 1'b0;
    end
    if (Last3Instr[15:12] == 15 && LastInstr[15:14] == 2'b11) begin
        PC_En = 1'b1;
        instr_sel = 1'b0;
    end
  end
endmodule
```
==> reports/metrics.yaml <==
drt:
  drt_iter0_drc: 21
  drc: 0
  dr.pass1.iters: 4
  num_antenna_cells: 0
  drt-total-wl_um: 1770
  vias: 536
  wl_per_cell_um: 12.64
  avgViaCountPerCell: 3.829
  ant_nets: 0
cells_and_area:
  comb_area_um2: 380.4
  fin_util_pct: 26.41
  regArea_um2: 0
  fill_cells: 372
  clock_buffers: 0
  syn_to_final_growth_pct: 209.4
  drive_gt1_share_pct: 42.55
  flops: 0
floorplan:
  die_height_um: 80
  initCoreUtil_pct: 8.535
  design.portCount: 50
  coreArea_mm2: 0.003416
  num_rows: 21
  die_area_mm2: 0.006400
  die_w_um: 80
synthesis:
  syn_area_per_cell_um2: 6.780
  yosysMostFrequentCell: "xnor2_1"
  synthDominantCellAreaShare_pct: 21.03
  ys_area_um2: 291.5
  ys_warn_count: 1
  synth_cells: 43
  area_leaders: "xnor2_1, xor2_1, nand4_1, nor4_1, nand3_1"
  common_cells: "xnor2_1, nand2_1"
  largest_area_cell: "xnor2_1"
  ys_types: 21
  synth_area_um2: 291.5
  postSynthSeqShare_pct: 0
  ys_cells: 43
final_timing:
  worst_pin_slew_ps: 313.5
  grt_setup_unrepaired: "yes"
  layout_setup_ws_ps: -249.0
  setup_viol_count_final: 2
  fin_crit_sh_pct: 115.6
  hold_viol: 0
  tns_ps: -489.7
  fin_crit_ps: 1849
  timing.fmax_mhz: 540.8
  maxSlewViolCount: 0
  timing.slew.headroom_pct: 78.87
critical_path:
  cp_cell_sequence: "buf_8 > nor3_4 > or3_4 > a2111oi_4 > o31a_1 > o21a_1 > buf_2"
  slowest_delay_ps: 370
  cp_slowest_cell: "or3_4"
  worst-setup-path-type: "input port to primary output"
  path_buffers: 2
  cp-start-kind: "input port"
  critPathTopFamily: "AND-OR/OR-AND gates"
  critical_path_required_ps: 1280
  cp_max_fo: 4
  worstPathArrival_ps: 1530
  end_kind: "primary output"
min_path:
  hold_path_class: "input port to primary output"
place:
  io_buffers: 38
  place_hpwl_um: 1534
  gp_congestion: 0.8597
pwr:
  seq_power_share_pct: 0
  power_leakage_nw: 0.3718
  power_mw: 0.1968
  clkPwrFrac_pct: 0
  switchingPower_mw: 0.07411
  p_sw_share_pct: 37.65
  peakVddDrop_uv: 118.5
  combinationalPowerShare_pct: 100.0
  p_int_mw: 0.1227
  power.density_mw_per_mm2: 218.2
outcome:
  status: "finished with violations"
  violations: "setup timing"
grt:
  grt_pass1_vias: 553
  grt_pass1_wl_um: 2835
  grt-ovfl-total: 0
  grt_antenna_before_repair: 0
  track_usage_pct: 5.380
  grt_max_degree: 5
job:
  log.warning_count: 47
  cap_violations: 0
clocking:
  cts_hold_buf: 0
-- through the flow --
| stage | std cells | hold WS (ps) | instance area, um2 | worst slack, ps |
|---|---|---|---|---|
| CTS | 140 | 1241 | 863.3 | -306.1 |
| global route | 140 | 1220 | 902.1 | -314.3 |
| floorplan | 43 | 792.4 | 315.3 | -29.81 |
| global placement | 139 | 1815 | 828.3 | -1055 |
| finish | 140 | 1169 | 902.1 | -249.0 |
| detailed placement | 139 | 1830 | 828.3 | -1099 |
-- layer usage --
layer	global-route usage, %	part of all wire (%)	routed length, um
met5	0	0	0
met4	0	0	0
met3	2.045	11	202
met2	6.501	31	546
met1	8.833	58	1020
-- power groups by stage --
stage / Combinational [mW] / Clock [mW] / Sequential [mW]
4_1_cts: 0.183 / 0 / 0
5_1_grt: 0.210 / 0 / 0
6_report: 0.197 / 0 / 0
-- final cells by class --
| cell class | count | share of cell area, % |
|---|---|---|
| tap | 46 | 6.380 |
| timing repair buffer | 53 | 51.46 |
| multi-input combinational | 41 | 42.16 |
-- logic make-up (layout without fill, tap and decap cells) --
group,count (synthesis),after routing,share of synthesized area (%)
buf+inv,2,53,3.434
xor+xnor,10,10,30.04
compound gates,9,9,22.75
simple gates,22,22,43.78
-- worst min-delay path: stages --
cell and delay (ps):
dlymetal6s2s_1 170, nand2_1 90, nand2_1 70, o21ai_0 80, buf_2 120
-- what timing repair did --
action                                  CTS  global route
endpoints found under the setup margin    2             2
buffers inserted                          1             0
gates resized                            69            15
pin swaps                                17            11
-- path summary, 6_finish.rpt --
check | startpoint | slack [ps] | depth (start not counted) | end
worst min-delay path | LastInstr[15] | 1170 | 5 | PC_En
worst max-delay path | LastInstr[8] | -250 | 7 | instr_sel
-- cell usage in the layout (no fill, tap or decap) --
| master | instances |
|---|---|
| dlygate4sd2_1 | 15 |
| buf_4 | 15 |
| clkdlybuf4s50_1 | 10 |
| xnor2_1 | 6 |
| nand2_1 | 4 |
| buf_8 | 4 |
| clkbuf_2 | 4 |
| nand3_1 | 3 |
| xor2_1 | 3 |
| nand4_1 | 3 |
| buf_2 | 3 |
| o21ai_2 | 2 |
| or3_4 | 2 |
| nor2_1 | 2 |
| dlymetal6s2s_1 | 2 |
| nor4_1 | 1 |
| o41ai_2 | 1 |
| nor4_2 | 1 |
| nor3_2 | 1 |
| a21oi_2 | 1 |
| nor3_4 | 1 |
| xnor2_2 | 1 |
| a2111oi_4 | 1 |
| nor4b_4 | 1 |
| o31a_1 | 1 |
| nor3_1 | 1 |
| or4b_4 | 1 |
| nor4_4 | 1 |
| a31oi_1 | 1 |
| o21a_1 | 1 |
| o21ai_0 | 1 |
Power and IR drop assume default switching activity.
