$ cat design.v
module Reg_File(input [4 - 1:0]      RAddr1, RAddr2, WAddr,
                input [16 - 1:0]      WData,
                input                     Wen, Clock, Reset,
                output reg [16 -1 :0] RData1, RData2
                );
  reg [16 - 1:0]                      regFile [0:15]; 
  always@(posedge Clock) begin
    if (!Reset) begin
      regFile[0] <= 0;
      regFile[1] <= 0;
      regFile[2] <= 0;
      regFile[3] <= 0;
      regFile[4] <= 0;
      regFile[5] <= 0;
      regFile[6] <= 0;
      regFile[7] <= 0;
      regFile[8] <= 0;
      regFile[9] <= 0;
      regFile[10] <= 0;
      regFile[11] <= 0;
      regFile[12] <= 0;
      regFile[13] <= 0;
      regFile[14] <= 0;
      regFile[15] <= 0;
    end else begin
      regFile[WAddr] <= ((Wen == 1'b1) && (WAddr != 1'b0)) ? WData : regFile[WAddr];
      if ((WAddr != 0) && (WAddr == RAddr1))   
        RData1 <= WData;
      else
        RData1 <= regFile[RAddr1];
      if ((WAddr != 0) && (WAddr == RAddr2))  
        RData2 <= WData;
      else 
        RData2 <= regFile[RAddr2];
    end  
  end  
endmodule  
$ cat run.sh
#!/bin/bash
# OpenROAD 26Q1-2900-gdf79404cd8, Yosys 0.63+post, stock flow scripts
make -C /OpenROAD-flow-scripts/flow DESIGN_CONFIG=/design/flow/config.mk WORK_HOME=/design/flow/orfs finish
$ cat config.mk
export PLATFORM = sky130hd
export DESIGN_NAME = Reg_File
export DESIGN_NICKNAME = Reg_File
export VERILOG_FILES = /design/flow/design.v
export SDC_FILE = /design/flow/constraint.sdc
export NUM_CORES = 4
export LEC_CHECK = 1
export CORE_UTILIZATION = 40
$ cat constraint.sdc
current_design Reg_File

set clk_period 4.2
set clk_io_pct 0.2

create_clock -name clk0 -period $clk_period [get_ports {Clock}]

set non_clock_inputs [all_inputs -no_clocks]
set_input_delay [expr $clk_period * $clk_io_pct] -clock clk0 $non_clock_inputs
set_output_delay [expr $clk_period * $clk_io_pct] -clock clk0 [all_outputs]
==> job_summary.md <==
## Implementation flow summary

| Metric | Value |
|---|---|
| Die Wd | `195.7 µm` |
| Leakage | `6.142 nW` |
| Met1 Resource Use GR | `33.38%` |
| M2 GR Usage | `34.06%` |
| Die Span Y | `195.7 µm` |
| Design area | `17370 µm²` |
| Final WL | `39320 µm` |
| Final worst clock skew | `25.45 ps` |
| H-tree Lvls | `2` |
| IO Pins | `63` |
| 1st-iter DRT viols | `396` |
| Fraction of layout cells with a size suffix above 1 | `26.78%` |
| Worst VDD drop | `0.2342 mV` |
| Post-detailed-route count of antenna-violating nets | `0` |
| Vias after detailed routing | `8340` |
| Worst-path clk slew | `60 ps` |
| Critical Path End Type | `flop` |
| Period utilization | `64.04%` |
| Data arrival time of the critical path | `2950 ps` |
| Registers, synthesis | `288` |
| Fin cells | `1491` |
| TNS Setup | `0 ps` |
| Area Overhead vs Synth | `15.73%` |
| Final WS setup | `1510 ps` |
| Family with the most delay on the worst path | `multiplexers` |
| Count of tool warnings | `25` |
| Via/cell ratio | `5.594` |
| Rows | `70` |
| Most common logic cell in the routed design | `edfxtp_1` |
| Crit path largest cell delay | `950 ps` |
| Fin crit period | `2690 ps` |
| Fill cells | `3093` |
| CTS root buffer | `clkbuf_16` |
| Yosys chip area | `15010 µm²` |
| Placed cells | `1430` |
| DIE AREA | `38310 µm²` |
| # Post-CTS Setup Buffers | `0` |
| DR WL/cell | `26.37 µm` |
| Global route hottest layer | `met2` |
| Worst setup SP type | `input port` |
| Synth warn | `1` |
| Diode count | `0` |
| CTS tree | `yes` |
| Initial core utilization | `40.81%` |
| Vias in the first global route | `9014` |
| Core box area | `36790 µm²` |
| CP Buf/Inv Count | `1` |
| CP most frequent cell | `mux4_2` |
| Port bufs | `62` |
| # DRC | `0` |
| Max Root-Sink Buffers | `3` |
| Post-DP Area | `16390 µm²` |
| RSZ-0062 raised after global routing | `false` |
| Hold Violations, Final | `0` |
| Pin count of the biggest net entering global routing | `46` |
| Seq share, synth | `57.60%` |
| Worst Tran Pin Value | `747.4 ps` |
| Final slew viol count | `0` |
| Syn Std Cell Area | `15010 µm²` |
| Mapped Cells | `915` |
| CTS resizes | `0` |
| Status | `completed` |
| Pwr per Cell Area | `400.8 nW/µm²` |
| Largest fanout on the critical path | `14` |
| Crit path cell chain | `clkdlybuf4s50_1, mux4_2, mux4_2, mux2_2` |
| Max Cap Viol | `0` |
| Initial antenna violation count | `0` |
| Gr usage total | `23.22%` |
| Insertion Delay late pin | `520 ps` |
| Post-CTS Hold Fix Bufs | `0` |
| Fin util | `47.23%` |
| Met3 usage | `11.68%` |
| Setup violators final | `0` |
| CTS Sinks | `288` |
| Slowest cell on crit path | `clkdlybuf4s50_1` |
| R2R setup slack | `2150 ps` |
| Critical Path RT | `4460 ps` |
| Min-delay worst type | `reg -> reg` |
| Pre-Repair DR Iteration Count | `5` |
| Syn Area/Cell | `16.41 µm²` |
| Gpl congestion | `0.8403` |
| First-pass GRT wire length | `58360 µm` |
| Grt total ovfl | `0` |
| Pre-CTS worst setup slack | `1000 ps` |
| CTS Buf Count | `34` |
| Fmax | `371.8 MHz` |
| Relative max-transition margin | `50.02%` |
| HPWL Detailed | `23740 µm` |
| WS Path Type | `in -> reg` |
| Top logic cells by instance count in the layout | `edfxtp_1 (288), and2_1 (241), mux4_2 (129), mux2i_1 (93), clkdlybuf4s50_1 (55)` |
| Ys cells | `915` |
| Synth cell types | `26` |
## routing by layer
metal  wire length, µm  part of all wire [%]
met1             15280                    39
met2             18450                    47
met3              4380                    11
met4              1205                   3.1
met5                 0                     0
## cells in the mapped netlist
| master | number | area (µm²) |
|---|---|---|
| inv_1 | 1 | 3.750 |
| mux4_2 | 129 | 2905 |
| mux2i_1 | 93 | 930.9 |
| nor3_1 | 6 | 30.03 |
| buf_1 | 7 | 26.28 |
| conb_1 | 1 | 3.750 |
| nand4b_1 | 2 | 17.52 |
| and2_1 | 241 | 1508 |
| nand2b_1 | 5 | 31.28 |
| nand3_1 | 1 | 5.000 |
| clkbuf_1 | 49 | 183.9 |
| buf_2 | 13 | 65.06 |
| nand4_1 | 1 | 6.260 |
| xnor2_1 | 5 | 43.79 |
| buf_4 | 7 | 52.55 |
| nor4_1 | 1 | 6.260 |
| or3_1 | 1 | 6.260 |
| nor2_1 | 12 | 45.04 |
| edfxtp_1 | 288 | 8648 |
| xor2_1 | 2 | 17.52 |
| buf_6 | 3 | 33.78 |
| mux2_2 | 29 | 326.6 |
| nand2_1 | 2 | 7.510 |
| o21ai_0 | 12 | 60.06 |
| o2111ai_2 | 1 | 15.01 |
| mux2_1 | 3 | 33.78 |
## state kept, by name (all words and copies together) (netlist names)
| signal | cells |
|---|---|
| RData1 | 16 |
| RData2 | 16 |
| regFile | 256 |
## worst paths after layout
kind,cells after the start,from,end
worst min register to register,4,regFile[12][13],RData2[13]
worst max-delay path,4,RAddr1[1],RData1[14]
worst min-delay path,4,regFile[12][13],RData2[13]
worst max register to register,4,regFile[15][3],RData2[3]
## power breakdown
part / switching, W / internal [W] / leakage [nW] / total [W]
clock network: 0.00116 / 0.00149 / 0.487 / 0.00265
logic: 0.000405 / 0.000437 / 2.90 / 0.000842
registers: 0.0000948 / 0.00337 / 2.76 / 0.00347
total: 0.00166 / 0.00530 / 6.14 / 0.00696
## stage by stage
stage / power [W] / hold slack (ps)
6_report: 0.006963 / 986.2
3_3_place_gp: 0.004370 / 967.1
5_1_grt: 0.007204 / 1035
2_1_floorplan: 0.004004 / 914.5
4_1_cts: 0.007023 / 993.7
3_5_place_dp: 0.004373 / 964.1
## area by class of cell
| type | count | area, µm² | share of cell area [%] |
|---|---|---|---|
| well taps | 468 | 585.6 | 3.370 |
| clock inverters | 21 | 113.9 | 0.6553 |
| multi-input cells | 562 | 6116 | 35.20 |
| flip-flops and latches | 288 | 8648 | 49.78 |
| clock buffers | 40 | 873.3 | 5.027 |
| repair buffers | 111 | 1033 | 5.948 |
| inverters | 1 | 3.754 | 0.02160 |
## cells by family (layout without fill, tap and decap cells)
group / after synthesis / after routing / share of synthesized area (%)
compound gates: 13 / 13 / 0.5000
xor+xnor: 7 / 7 / 0.4084
buf+inv: 80 / 173 / 2.434
flops: 288 / 288 / 57.60
mux: 254 / 254 / 27.95
other cells: 1 / 16 / 0.02498
simple gates: 272 / 272 / 11.08
## worst min-delay path: stages (launching register included)
cell	delay (ps)
edfxtp_1	330
mux4_2	220
mux2i_1	70
mux2i_1	110
mux2_2	150
Power figures rest on the tool's default switching activity, not on a simulated workload.
